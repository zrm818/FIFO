File: flow/config.mk
export PLATFORM = sky130hd
export DESIGN_NAME = FIFO
export DESIGN_NICKNAME = FIFO
export VERILOG_FILES = /design/flow/design.v
export SDC_FILE = /design/flow/constraint.sdc
export NUM_CORES = 4
export LEC_CHECK = 1
export CORE_UTILIZATION = 30
File: flow/constraint.sdc
current_design FIFO

set clk_period 9.4
set clk_io_pct 0.2

create_clock -name clk0 -period $clk_period [get_ports {clk}]

set non_clock_inputs [all_inputs -no_clocks]
set_input_delay [expr $clk_period * $clk_io_pct] -clock clk0 $non_clock_inputs
set_output_delay [expr $clk_period * $clk_io_pct] -clock clk0 [all_outputs]
File: flow/design.v
module FIFO (
    output reg [WIDTH-1:0] data_out,     
    output valid,                        
    output [$clog2(DEPTH)-1:0] count,    
    output reg overflow,                 
    output reg underflow,                
    output full,                         
    output near_full,                    
    output near_empty,                   
    output empty,                        
    input [WIDTH-1:0] data_in,           
    input clk,                           
    input wr_en,                         
    input rd_en,                         
    input rst                            
);
parameter WIDTH = 8;          
parameter DEPTH = 32;         
parameter near_e_depth = 2;   
parameter near_f_depth = 2;   
integer i;
reg [WIDTH-1:0] fifo[DEPTH-1:0];
reg [$clog2(DEPTH)-1:0] wr_pos = 'b0;
reg [$clog2(DEPTH)-1:0] rd_pos = 'b0;
assign count =      wr_pos - rd_pos;
assign empty =      (count == 0);
assign near_empty = (count <= near_e_depth) && !empty;
assign near_full =  (count >= (DEPTH-1 - near_f_depth)) && !full;
assign full =       (count == DEPTH-1);
assign valid =      (rd_en && !empty);
always @(posedge clk or negedge rst) begin
    if (!rst) begin
        wr_pos = 'b0; rd_pos = 'b0;
        for (i = 0; i < DEPTH; i = i + 1) 
            fifo[i] = 'b0;
        data_out = fifo[rd_pos];
        overflow = 1'b0; 
        underflow = 1'b0;
    end else begin
        if (wr_en && !full) begin
            fifo[wr_pos] = data_in;
            underflow = 1'b0;
            wr_pos = (wr_pos + 1);
        end else if (wr_en && full) 
            overflow = 1'b1;
        if (rd_en && !empty) begin
            data_out = fifo[rd_pos];
            overflow = 1'b0;
            rd_pos = (rd_pos + 1);
        end else if (rd_en && empty) begin
            underflow = 1'b1;
        end
    end
end
endmodule
File: flow/run.sh
#!/bin/bash
# OpenROAD 26Q1-2900-gdf79404cd8, Yosys 0.63+post, stock flow scripts
make -C /OpenROAD-flow-scripts/flow DESIGN_CONFIG=/design/flow/config.mk WORK_HOME=/design/flow/orfs finish
==> reports/results.md <==
| Parameter | This run | Unit |
| --- | --- | --- |
| Worst Setup Start Kind | register | - |
| Flip-flop cell with the highest count after synthesis | sky130_fd_sc_hd__dfrtp_1 | - |
| Standard-cell rows | 76 | - |
| Combinational family with the most area after synthesis | multiplexers | - |
| Aggregate global-route resource usage | 19.2 | % |
| PnR Total Power | 6.94 | mW |
| Adder-cell share of the synthesized area | 1.66 | % |
| Power density over the cells | 448 | nW/µm² |
| Number of flops mapped to enable cells by yosys | 0 | - |
| Area Growth Syn to Fin | 16.4 | % |
| Register bit count reported by yosys | 276 | - |
| Switching power | 2.75 | mW |
| Post-Synthesis Cells | 1,072 | - |
| Actual slew at the worst max-slew pin | 0.906 | ns |
| Worst-case vdd ir drop | 0.192 | mV |
| Sum of negative setup slack | 0 | ns |
| Logic area | 6040 | µm² |
| Antenna-violating nets left | 0 | - |
| Number of antenna diodes | 0 | - |
| Clk latency of the worst-skew pair | 0.59 | ns |
| Worst slew margin relative to its limit | 39.4 | % |
| HPWL after detailed placement | 26,900 | µm |
| Final Hold Vio Count | 0 | - |
| Placement Cell Area | 14,500 | µm² |
| Initial antenna violation count | 0 | - |
| Worst Path Class, Setup | register to output pin | - |
| Status | finished clean | - |
| Drt drc | 0 | - |
| Number of buffer cells added on primary ports | 31 | - |
| Share of total power in combinational logic | 54.1 | % |
| Startpoint of the worst register-to-register path | wr_pos[0] | - |
| Post-layout period usage of the worst path | 58.5 | % |
| I/O pin count | 32 | - |
| Weighted congestion at the end of routability-driven global placement | 0.930 | - |
| Die X-Extent | 213 | µm |
| Cell chosen for the clock root | sky130_fd_sc_hd__clkbuf_16 | - |
| Sequential-to-total area share from yosys stat | 51.9 | % |
| CP Data Required Time | 7.52 | ns |
| Resized cells post-CTS | 0 | - |
| Post-CTS setup repair buffer count | 0 | - |
| Crit path capture | valid | - |
| Leakage power total | 6.29 | nW |
| Number of H-tree levels | 1 | - |
| Max-slew violation count | 0 | - |
| CP Capture Type | output pin | - |
| CP Max Fanout | 19 | - |
| # hold bufs at CTS | 0 | - |
| Pin count of the biggest net entering global routing | 63 | - |
| Fraction of the mapped netlist area in simple logic gates | 9.89 | % |
| Sequential cell area | 6910 | µm² |
| Yosys-reported design area after synthesis | 13,300 | µm² |
| Routed via count divided by cell count | 5.41 | - |
| Final period demand of the worst path | 5.50 | ns |
| Clock transition at the register clock pins on the worst setup and hold paths after CTS | 0.06 | ns |
| Cts bufs inserted | 30 | - |
| CTS tree | done | - |
| Tightest Hold Check Type | register to register | - |
| Number of vias in the routed layout | 9,377 | - |
| Number of iterations in the first detailed-routing pass | 5 | - |
| Library cells used by synthesis | 78 | - |
| Post-synthesis async set-or-reset flop share | 100 | % |
| Unrepaired setup endpoints after global routing | false | - |
| Fraction of layout instances using a drive strength above 1 | 34.0 | % |
| Sink count of the clock tree | 276 | - |
| Final Instance Area | 15,500 | µm² |
| Mux share | 21.8 | % |
| Max-capacitance violation count | 0 | - |
| Final-layout fill cell count | 4,160 | - |
| Total tool warning count | 33 | - |
| Compound-gate portion of the synthesized area | 11.3 | % |
| Cell count listed in synth_stat.txt | 1,072 | - |
| Vias in the first global route | 9,674 | - |
| Setup clock skew after layout | 0.0500 | ns |
| Syn avg cell area | 12.4 | µm² |
| Summed instance area of the synthesized netlist | 13,300 | µm² |
| Reg-to-reg setup timing slack | 4.57 | ns |
| Fraction of power consumed by the clock network | 16.6 | % |
| Worst setup path startpoint | wr_pos[0] | - |
| Maximum buffer depth of the clock tree | 3 | - |
| Yosys warns | 2 | - |
| Starting Density | 30.7 | % |
| Overall die area | 45,200 | µm² |
| Sw frac | 39.6 | % |
| Total wirelength of the detailed-routed design | 40,800 | µm |
| First-pass GRT wire length | 62,400 | µm |
| Terminus of the critical flop-to-flop path | data_out[4] | - |
| Worst path arrival time | 3.62 | ns |
| Total core area | 43,400 | µm² |
| Fmax | 0.182 | GHz |
| Internal cell power | 4.19 | mW |
| Iteration-0 DRC count of the detailed router | 753 | - |
| Worst Reg2Reg Path Length in Cells | 16 | - |
| Sequential Power Share | 29.3 | % |
| Routed length per instance | 23.5 | µm |
| Die Y-Extent | 213 | µm |
| Xor/xnor share of the synthesized area | 0.781 | % |
| Remaining global-route overflow | 0 | - |
| Total setup violations reported at the end of the flow | 0 | - |
[per-stage QoR]
| stage | setup slack, ns | cells | hold WS (ns) | utilization (%) |
|---|---|---|---|---|
| after CTS | 3.87 | 1734 | 0.485 | 35.7 |
| after floorplan | 4.92 | 1072 | 0.438 | - |
| after global placement | 4.07 | 1681 | 0.460 | 33.4 |
| final | 3.90 | 1734 | 0.485 | 35.7 |
| after global routing | 3.66 | 1734 | 0.502 | 35.7 |
| after detailed placement | 4.05 | 1681 | 0.470 | 33.4 |
[per-layer routing]
layer  track usage, %  wire (µm)
met4             5.81       1460
met3             8.25       4340
met5             1.33         78
met1             26.5      17100
met2             27.7      17800
[cells in the mapped netlist (5+ instances only)]
| library cell | count | area (µm²) |
|---|---|---|
| sky130_fd_sc_hd__dfrtp_1 | 276 | 6910 |
| sky130_fd_sc_hd__mux2_2 | 250 | 2820 |
| sky130_fd_sc_hd__a22oi_1 | 64 | 480 |
| sky130_fd_sc_hd__nand2_1 | 61 | 229 |
| sky130_fd_sc_hd__nor2_1 | 59 | 221 |
| sky130_fd_sc_hd__clkbuf_1 | 44 | 165 |
| sky130_fd_sc_hd__a21oi_1 | 23 | 115 |
| sky130_fd_sc_hd__a32oi_1 | 23 | 201 |
| sky130_fd_sc_hd__inv_1 | 21 | 78.8 |
| sky130_fd_sc_hd__ha_1 | 16 | 200 |
| sky130_fd_sc_hd__nand4_1 | 16 | 100 |
| sky130_fd_sc_hd__o21ai_0 | 16 | 80.1 |
| sky130_fd_sc_hd__nor4_2 | 11 | 138 |
| sky130_fd_sc_hd__a221oi_1 | 9 | 78.8 |
| sky130_fd_sc_hd__a31oi_1 | 9 | 56.3 |
| sky130_fd_sc_hd__and4_1 | 9 | 78.8 |
| sky130_fd_sc_hd__buf_2 | 9 | 45.0 |
| sky130_fd_sc_hd__nand3_1 | 9 | 45.0 |
| sky130_fd_sc_hd__a22o_1 | 8 | 70.1 |
| sky130_fd_sc_hd__a32o_1 | 8 | 80.1 |
| sky130_fd_sc_hd__nand2b_1 | 8 | 50.1 |
| sky130_fd_sc_hd__xnor2_1 | 8 | 70.1 |
| sky130_fd_sc_hd__buf_1 | 7 | 26.3 |
| sky130_fd_sc_hd__nor4_1 | 7 | 43.8 |
| sky130_fd_sc_hd__o22ai_1 | 7 | 43.8 |
| sky130_fd_sc_hd__nor3_1 | 6 | 30.0 |
| sky130_fd_sc_hd__or4_1 | 6 | 45.0 |
| sky130_fd_sc_hd__and2_1 | 5 | 31.3 |
| sky130_fd_sc_hd__and3_1 | 5 | 31.3 |
[worst max-delay path, cell delays in order (launching register included)]
cell and delay, ns:
sky130_fd_sc_hd__dfrtp_1 0.41, sky130_fd_sc_hd__inv_1 0.16, sky130_fd_sc_hd__ha_1 0.19, sky130_fd_sc_hd__inv_1 0.05
sky130_fd_sc_hd__fa_1 0.39, sky130_fd_sc_hd__a21o_1 0.19, sky130_fd_sc_hd__a21oi_2 0.19, sky130_fd_sc_hd__xor2_2 0.20
sky130_fd_sc_hd__nand3_1 0.12, sky130_fd_sc_hd__nor3_1 0.39, sky130_fd_sc_hd__nor2_1 0.07, sky130_fd_sc_hd__buf_4 0.23
sky130_fd_sc_hd__clkdlybuf4s50_1 0.46
[power groups by stage]
| stage | Clock, mW | Sequential [mW] | Combinational (mW) |
|---|---|---|---|
| 4_1_cts | 1.18 | 2.04 | 3.73 |
| 5_1_grt | 1.22 | 2.10 | 4.04 |
| 6_report | 1.15 | 2.03 | 3.75 |
[worst min path at each step]
| stage | depth (start not counted) | startpoint | end | slack (ns) |
|---|---|---|---|---|
| 6_report | 2 | fifo[31][1] | fifo[31][1] | 0.48 |
| 5_1_grt | 1 | fifo[29][1] | fifo[29][1] | 0.50 |
| 4_1_cts | 2 | fifo[31][1] | fifo[31][1] | 0.49 |
[registers in the layout, indices dropped and copies added, names as in the netlist]
register,count
data_out,8
wr_pos,5
overflow,1
rd_pos,5
underflow,1
fifo,256
[cell usage in the layout (no fill, tap or decap), types with 5 or more instances in the layout]
cell type / Yosys / routed
sky130_fd_sc_hd__a21oi_1: 23 / 23
sky130_fd_sc_hd__a32oi_1: 23 / 23
sky130_fd_sc_hd__a221oi_1: 9 / 9
sky130_fd_sc_hd__nor4_1: 7 / 7
sky130_fd_sc_hd__a22oi_1: 64 / 64
sky130_fd_sc_hd__clkdlybuf4s50_1: 0 / 30
sky130_fd_sc_hd__nand2_1: 61 / 61
sky130_fd_sc_hd__and2_1: 5 / 5
sky130_fd_sc_hd__clkinv_2: 0 / 5
sky130_fd_sc_hd__nor3_1: 6 / 6
sky130_fd_sc_hd__nand4_1: 16 / 16
sky130_fd_sc_hd__o22ai_1: 7 / 7
sky130_fd_sc_hd__inv_1: 21 / 21
sky130_fd_sc_hd__nor4_2: 11 / 11
sky130_fd_sc_hd__clkbuf_8: 0 / 7
sky130_fd_sc_hd__nand3_1: 9 / 9
sky130_fd_sc_hd__ha_1: 16 / 16
sky130_fd_sc_hd__clkbuf_1: 44 / 6
sky130_fd_sc_hd__nand2b_1: 8 / 8
sky130_fd_sc_hd__a22o_1: 8 / 8
sky130_fd_sc_hd__nor2_1: 59 / 59
sky130_fd_sc_hd__o21ai_0: 16 / 16
sky130_fd_sc_hd__xnor2_1: 8 / 8
sky130_fd_sc_hd__dfrtp_1: 276 / 276
sky130_fd_sc_hd__and3_1: 5 / 5
sky130_fd_sc_hd__buf_4: 0 / 56
sky130_fd_sc_hd__a31oi_1: 9 / 9
sky130_fd_sc_hd__or4_1: 6 / 6
sky130_fd_sc_hd__a32o_1: 8 / 8
sky130_fd_sc_hd__mux2_2: 250 / 250
sky130_fd_sc_hd__clkbuf_16: 0 / 30
sky130_fd_sc_hd__and4_1: 9 / 9
[kinds of logic after synthesis]
| family | Yosys count |
|---|---|
| AOI/OAI and AO/OA | 199 |
| xor gates and xnor gates | 11 |
| adders and majority gates | 17 |
| buffers and inverters | 86 |
| DFF | 276 |
| muxes | 256 |
| and+or+nand+nor | 227 |
[area by class of cell]
cell class,count,share of cell area [%]
clock buffers,43,5.62
well taps,585,4.73
repair buffers,87,4.75
flip-flops and latches,276,44.6
inverters,23,0.558
clock inverters,10,0.711
multi-input cells,710,39.0
Power figures rest on the tool's default switching activity, not on a simulated workload.
